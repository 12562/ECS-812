==> design.v <==
module Nto2powerN_decoder#(parameter N = 16,                 
                                     no_addr_lines = 4)      
                          (log2N_bit_addr,                   
                           word_select_lines);               
       input  [no_addr_lines-1:0]  log2N_bit_addr;
       output [N-1:0] word_select_lines;
       reg    [N-1:0] word_select_lines = 0;
       always@(log2N_bit_addr)
         begin
           word_select_lines = 1;
           word_select_lines = word_select_lines<<(log2N_bit_addr);  
         end                            
endmodule
==> run.sh <==
#!/bin/bash
# OpenROAD 26Q1-2900-gdf79404cd8, Yosys 0.63+post, stock flow scripts
make -C /OpenROAD-flow-scripts/flow DESIGN_CONFIG=/design/flow/config.mk WORK_HOME=/design/flow/orfs finish
==> config.mk <==
export PLATFORM = sky130hd
export DESIGN_NAME = Nto2powerN_decoder
export DESIGN_NICKNAME = Nto2powerN_decoder
export VERILOG_FILES = /design/flow/design.v
export SDC_FILE = /design/flow/constraint.sdc
export NUM_CORES = 4
export LEC_CHECK = 1
export CORE_AREA = 10 10 70 70
export DIE_AREA = 0 0 80 80
==> constraint.sdc <==
current_design Nto2powerN_decoder

set clk_period 1.0
set clk_io_pct 0.2

create_clock -name clk0 -period $clk_period

set non_clock_inputs [all_inputs -no_clocks]
set_input_delay [expr $clk_period * $clk_io_pct] -clock clk0 $non_clock_inputs
set_output_delay [expr $clk_period * $clk_io_pct] -clock clk0 [all_outputs]
==> job_summary.md <==
## Synthesis and layout report

| Metric | Value |
|---|---|
| Status | `finished, violations left` |
| Failing checks | `setup timing` |
| Vias in the first global route | `approximately 340` |
| Clock buffers | `0` |
| Reg area | `0 um^2` |
| RSZ-0062 raised after global routing | `yes` |
| Hold Crit Depth | `4` |
| Most common cell in the synthesized netlist | `and4bb_2` |
| Synth Instances | `20` |
| Total Routed Length | `1.386 mm` |
| Largest net degree at the start of global routing | `9` |
| Slew Limit Fails | `0` |
| CP Launch Type | `primary input` |
| PwrDens | `336.5 nW/um^2` |
| Minimum clock period | `~1.1 ns` |
| Core area | `between 3000 and 4000 um^2` |
| Initial antenna violation count | `0` |
| Post-synth area hogs | `and4bb_2 (33%), nor4b_2 (27%), and4b_1 (18%)` |
| Total power | `between 0.2 and 0.25 mW` |
| DRT Pass-1 Iters | `2` |
| DP HPWL | `roughly 630 um` |
| Vias per cell | `3.236` |
| Area Growth Syn to Fin | `216.0%` |
| DR vias | `343` |
| Final Util | `0.2095` |
| Worst Hold End | `word_select_lines[4]` |
| CP Capture Type | `output pin` |
| Synthesized area per cell | `11.32 um^2` |
| Leak Pwr | `between 0.3 and 0.4 nW` |
| Top-area cell type share of the netlist area | `0.3315` |
| Seq/Total Area, Yosys | `0` |
| Hold_sp | `log2N_bit_addr[0]` |
| First-pass GRT wire length | `1.980 mm` |
| Mapped cell area | `226.5 um^2` |
| Synth cell types | `6` |
| Post-place setup slack | `-0.8001 ns` |
| Final hold violations | `0` |
| Initial DRC Count | `17` |
| Placer Congestion | `0.7210` |
| Synth cell count leaders | `and4bb_2 (6), and4b_1 (4), buf_4 (4), nor4b_2 (4)` |
| Setup ws final | `-0.1440 ns` |
| Routed len/inst | `13.08 um` |
| Crit path kind | `in -> out` |
| Worst-path fanout max | `6` |
| Slew @ Worst Pin | `a little over 0.2 ns` |
| Antenna cells | `0` |
| # rows | `21` |
| VDD IR max | `0.0001492 V` |
| Req. time, crit path | `~0.80 ns` |
| Die Y | `80 um` |
| Dpl cells | `86` |
| Worst Path Arrival | `0.94 ns` |
| Io pins | `20` |
| Headroom to the max-slew limit | `0.8643` |
| Fin cells | `between 100 and 150` |
| FFs & Latches | `0` |
| Total global-route track usage | `0.03833` |
| Core Util at FP | `0.06630` |
| # Max-Cap Violations | `0` |
| Yosys synthesis warning count | `1` |
| Tool Warnings | `34` |
| Port bufs | `20` |
| Min-Delay Path Class | `in -> out` |
| Fin crit share | `1.144` |
| Post-DRT Antenna Nets | `0` |
| DRC Markers | `0` |
| Share of layout cells above drive strength 1 | `0.9000` |
| GRT Residual Overflow | `0` |
| Worst hold margin | `0.7652 ns` |
| Final setup vio count | `13` |
| Die Area | `6400 um^2` |
| Post-synthesis cell count from yosys | `20` |
| Die Width | `80 um` |
| Largest area contributor in the netlist | `and4bb_2` |
| YS chip area | `226.5 um^2` |
| Max Clk Rate | `874.1 MHz` |
## worst max-delay path: stages
cell     delay (ns)
buf_8          0.10
buf_6          0.12
buf_6          0.12
nor4b_4        0.27
buf_2          0.14
## worst max path at each step
stage | startpoint | to | slack, ns | cells after the start
5_1_grt | log2N_bit_addr[0] | word_select_lines[0] | -0.19 | 5
6_report | log2N_bit_addr[1] | word_select_lines[1] | -0.14 | 5
4_1_cts | log2N_bit_addr[0] | word_select_lines[8] | -0.13 | 5
## kinds of logic after synthesis
group / count (synthesis) / synth area share
buf+inv: 4 / 0.1326
simple gates: 16 / 0.8674
## placed cells by master (no fill, tap or decap), drive strengths merged
cell type / n
and4: 1
and4b: 4
and4bb: 6
buf: 43
clkdlybuf4s15: 1
nor4: 1
nor4b: 4
## power by group
group / internal (mW) / switching (mW)
clock network: 0 / 0
logic: 0.156 / 0.0846
registers: 0 / 0
## timing repair
item / CTS / global route
setup buffers: 14 / 3
hold buffers: 0 / 0
cloned: 4 / 0
pin swaps: 9 / 5
gates resized: 89 / 10
setup endpoints to repair: 16 / 13
## cell type report
type,instances,area [um^2]
Fill cell,368,2700
Timing Repair Buffer,44,417.9
Multi-Input combinational cell,16,240.2
Tap cell,46,57.56
## metal layers
layer	vias to the layer above	part of all wire	track usage
met5	-	0	0
met4	0	0	0
met1	154	0.56	0.06856
met2	20	0.34	0.03933
met3	0	0.099	0.01477
li1	169	-	-
## metrics by stage
stage | setup TNS (ns) | instance area, um^2
after global placement | -12.14 | 496.7
after floorplan | 0 | 226.5
final | -1.165 | 715.7
after CTS | -0.9732 | 646.9
after detailed placement | -12.00 | 496.7
after global routing | -1.644 | 715.7
Power figures rest on the tool's default switching activity, not on a simulated workload.
